**./config.mk**
```make
export PLATFORM = sky130hd
export DESIGN_NAME = stopwatch
export DESIGN_NICKNAME = stopwatch
export VERILOG_FILES = /design/flow/design.v
export SDC_FILE = /design/flow/constraint.sdc
export NUM_CORES = 4
export LEC_CHECK = 1
export CORE_UTILIZATION = 40
export SYNTH_HDL_FRONTEND = slang
```
**./constraint.sdc**
```tcl
current_design stopwatch

set clk_period 3.2
set clk_io_pct 0.2

create_clock -name clk0 -period $clk_period [get_ports {clk}]

set non_clock_inputs [all_inputs -no_clocks]
set_input_delay [expr $clk_period * $clk_io_pct] -clock clk0 $non_clock_inputs
set_output_delay [expr $clk_period * $clk_io_pct] -clock clk0 [all_outputs]
```
**./design.v**
```verilog
module decimal_counter(
    input  logic        clk,
    input  logic        reset_n,
    input  logic        clear,
    input  logic        enable,         
    input  logic        manual_increment,  
    output logic [15:0] counter_value   
);
    logic [3:0] digit0;  
    logic [3:0] digit1;  
    logic [3:0] digit2;  
    logic [3:0] digit3;  
    logic tc0;   
    logic tc1;   
    logic tc2;   
    logic tc3;   
    assign tc0 = (digit0 == 4'b1001) & (enable | manual_increment);
    assign tc1 = (digit1 == 4'b1001) & tc0;
    assign tc2 = (digit2 == 4'b1001) & tc1;
    assign tc3 = (digit3 == 4'b1001) & tc2;
    always_ff @(posedge clk or negedge reset_n) begin
        if (!reset_n)
            digit0 <= 4'b0000;
        else if (clear)
            digit0 <= 4'b0000;
        else if (enable || manual_increment) begin
            if (digit0 == 4'b1001)
                digit0 <= 4'b0000;   
            else
                digit0 <= digit0 + 1'b1;
        end
    end
    always_ff @(posedge clk or negedge reset_n) begin
        if (!reset_n)
            digit1 <= 4'b0000;
        else if (clear)
            digit1 <= 4'b0000;
        else if (tc0) begin
            if (digit1 == 4'b1001)
                digit1 <= 4'b0000;   
            else
                digit1 <= digit1 + 1'b1;
        end
    end
    always_ff @(posedge clk or negedge reset_n) begin
        if (!reset_n)
            digit2 <= 4'b0000;
        else if (clear)
            digit2 <= 4'b0000;
        else if (tc1) begin
            if (digit2 == 4'b1001)
                digit2 <= 4'b0000;   
            else
                digit2 <= digit2 + 1'b1;
        end
    end
    always_ff @(posedge clk or negedge reset_n) begin
        if (!reset_n)
            digit3 <= 4'b0000;
        else if (clear)
            digit3 <= 4'b0000;
        else if (tc2) begin
            if (digit3 == 4'b1001)
                digit3 <= 4'b0000;   
            else
                digit3 <= digit3 + 1'b1;
        end
    end
    assign counter_value = {digit3, digit2, digit1, digit0};
endmodule
module clock_divider #(
    parameter INPUT_FREQ = 100_000_000,   
    parameter OUTPUT_FREQ = 1_000         
)(
    input  logic clk_in,      
    input  logic reset_n,     
    output logic clk_out      
);
    localparam DIVIDE_VALUE = INPUT_FREQ / OUTPUT_FREQ / 2;
    localparam COUNTER_WIDTH = $clog2(DIVIDE_VALUE);
    logic [COUNTER_WIDTH-1:0] counter;
    always_ff @(posedge clk_in or negedge reset_n) begin
        if (!reset_n) begin
            counter <= {COUNTER_WIDTH{1'b0}};
            clk_out <= 1'b0;
        end else begin
            if (counter == DIVIDE_VALUE - 1) begin
                counter <= {COUNTER_WIDTH{1'b0}};
                clk_out <= ~clk_out;   
            end else begin
                counter <= counter + 1'b1;
            end
        end
    end
endmodule
module stopwatch_fsm(
    input  logic        clk,
    input  logic        reset_n,
    input  logic        btn_start,     
    input  logic        btn_stop,      
    input  logic        btn_increment, 
    input  logic        btn_clear,     
    output logic        counter_enable,
    output logic        manual_increment
);
    typedef enum logic [1:0] {
        IDLE_STATE,      
        COUNTING_STATE,  
        INCREMENT_STATE  
    } state_t;
    state_t current_state, next_state;
    always_ff @(posedge clk or negedge reset_n) begin
        if (!reset_n)
            current_state <= IDLE_STATE;
        else if (btn_clear)
            current_state <= IDLE_STATE;  
        else
            current_state <= next_state;
    end
    always_comb begin
        next_state = current_state;  
        case (current_state)
            IDLE_STATE: begin
                if (btn_start)
                    next_state = COUNTING_STATE;
                else if (btn_increment)
                    next_state = INCREMENT_STATE;
            end
            COUNTING_STATE: begin
                if (btn_stop)
                    next_state = IDLE_STATE;
            end
            INCREMENT_STATE: begin
                next_state = IDLE_STATE;
            end
            default: next_state = IDLE_STATE;
        endcase
    end
    always_comb begin
        counter_enable = 1'b0;
        manual_increment = 1'b0;
        case (current_state)
            IDLE_STATE: begin
                counter_enable = 1'b0;
                manual_increment = 1'b0;
            end
            COUNTING_STATE: begin
                counter_enable = 1'b1;
                manual_increment = 1'b0;
            end
            INCREMENT_STATE: begin
                counter_enable = 1'b0;
                manual_increment = 1'b1;
            end
            default: begin
                counter_enable = 1'b0;
                manual_increment = 1'b0;
            end
        endcase
    end
endmodule
module button_debouncer #(
    parameter DEBOUNCE_CYCLES = 500_000   
)(
    input  logic clk,          
    input  logic reset_n,      
    input  logic btn_in,       
    output logic btn_out,      
    output logic btn_edge      
);
    logic [19:0] counter;      
    logic btn_sync1, btn_sync2;  
    logic btn_current;         
    logic btn_previous;        
    always_ff @(posedge clk or negedge reset_n) begin
        if (!reset_n) begin
            btn_sync1 <= 1'b0;
            btn_sync2 <= 1'b0;
        end else begin
            btn_sync1 <= btn_in;
            btn_sync2 <= btn_sync1;
        end
    end
    always_ff @(posedge clk or negedge reset_n) begin
        if (!reset_n) begin
            counter <= 20'b0;
            btn_current <= 1'b0;
        end else begin
            if (btn_sync2 != btn_current) begin
                counter <= 20'b0;
            end else if (counter < DEBOUNCE_CYCLES - 1) begin
                counter <= counter + 1'b1;
            end else begin
                btn_current <= btn_sync2;
            end
        end
    end
    always_ff @(posedge clk or negedge reset_n) begin
        if (!reset_n) begin
            btn_previous <= 1'b0;
            btn_edge <= 1'b0;
        end else begin
            btn_previous <= btn_current;
            btn_edge <= btn_current & ~btn_previous;
        end
    end
    assign btn_out = btn_current;
endmodule
module seven_segment_controller(
    input  logic        clk,
    input  logic        reset_n,
    input  logic [15:0] bcd_in,        
    output logic [6:0]  seg,           
    output logic [3:0]  an             
);
    logic [6:0] seven_seg_patterns [10] = '{
        7'b1000000,   
        7'b1111001,   
        7'b0100100,   
        7'b0110000,   
        7'b0011001,   
        7'b0010010,   
        7'b0000010,   
        7'b1111000,   
        7'b0000000,   
        7'b0010000    
    };
    logic [1:0] digit_select;
    logic [16:0] refresh_counter;   
    always_ff @(posedge clk or negedge reset_n) begin
        if (!reset_n)
            refresh_counter <= 17'b0;
        else
            refresh_counter <= refresh_counter + 1'b1;
    end
    assign digit_select = refresh_counter[16:15];   
    logic [3:0] bcd_digit;
    logic dp;  
    always_comb begin
        case(digit_select)
            2'b00: begin
                an = 4'b1110;   
                bcd_digit = bcd_in[3:0];   
                dp = 1'b1;      
            end
            2'b01: begin
                an = 4'b1101;   
                bcd_digit = bcd_in[7:4];   
                dp = 1'b1;      
            end
            2'b10: begin
                an = 4'b1011;   
                bcd_digit = bcd_in[11:8];   
                dp = 1'b1;      
            end
            2'b11: begin
                an = 4'b0111;   
                bcd_digit = bcd_in[15:12];   
                dp = 1'b0;      
            end
            default: begin
                an = 4'b1111;   
                bcd_digit = 4'b0000;
                dp = 1'b1;      
            end
        endcase
    end
    logic [7:0] segment_with_dp;
    assign segment_with_dp = {dp, seven_seg_patterns[bcd_digit]};
    assign seg = seven_seg_patterns[bcd_digit];
endmodule
module stopwatch(
    input  logic        clk,           
    input  logic        reset_n,       
    input  logic        btn_start,     
    input  logic        btn_stop,      
    input  logic        btn_increment, 
    input  logic        btn_clear,     
    output logic [6:0]  seg,           
    output logic [3:0]  an             
);
    logic [15:0]    counter_value;    
    logic           counter_enable;    
    logic           manual_increment;  
    logic           clk_1khz;         
    logic btn_start_db, btn_start_edge;
    logic btn_stop_db, btn_stop_edge;
    logic btn_increment_db, btn_increment_edge;
    logic btn_clear_db, btn_clear_edge;
    clock_divider #(
        .INPUT_FREQ(100_000_000),   
        .OUTPUT_FREQ(1_000)         
    ) ms_clock_gen (
        .clk_in(clk),
        .reset_n(reset_n),
        .clk_out(clk_1khz)
    );
    button_debouncer start_debouncer (
        .clk(clk),
        .reset_n(reset_n),
        .btn_in(btn_start),
        .btn_out(btn_start_db),
        .btn_edge(btn_start_edge)
    );
    button_debouncer stop_debouncer (
        .clk(clk),
        .reset_n(reset_n),
        .btn_in(btn_stop),
        .btn_out(btn_stop_db),
        .btn_edge(btn_stop_edge)
    );
    button_debouncer increment_debouncer (
        .clk(clk),
        .reset_n(reset_n),
        .btn_in(btn_increment),
        .btn_out(btn_increment_db),
        .btn_edge(btn_increment_edge)
    );
    button_debouncer clear_debouncer (
        .clk(clk),
        .reset_n(reset_n),
        .btn_in(btn_clear),
        .btn_out(btn_clear_db),
        .btn_edge(btn_clear_edge)
    );
    stopwatch_fsm fsm (
        .clk(clk_1khz),   
        .reset_n(reset_n),
        .btn_start(btn_start_edge),
        .btn_stop(btn_stop_edge),
        .btn_increment(btn_increment_edge),
        .btn_clear(btn_clear_edge),
        .counter_enable(counter_enable),
        .manual_increment(manual_increment)
    );
    decimal_counter counter (
        .clk(clk_1khz),   
        .reset_n(reset_n),
        .clear(btn_clear_edge),
        .enable(counter_enable),
        .manual_increment(manual_increment),
        .counter_value(counter_value)
    );
    seven_segment_controller display_ctrl (
        .clk(clk),       
        .reset_n(reset_n),
        .bcd_in(counter_value),
        .seg(seg),
        .an(an)
    );
endmodule
```
**./run.sh**
```bash
#!/bin/bash
# OpenROAD 26Q1-2900-gdf79404cd8, Yosys 0.63+post, stock flow scripts
make -C /OpenROAD-flow-scripts/flow DESIGN_CONFIG=/design/flow/config.mk WORK_HOME=/design/flow/orfs finish
```
==> impl_metrics.yaml <==
# yosys + openroad results
floorplan:
  core_area_sq_um: 7330
  initCoreUtil_pct: 41.9
  dieArea_sq_um: 8040
  io-pin-count: 17
  num_rows: 31
  die.size.x_um: 89.7
  dieHeight_um: 89.7
worst_setup_path:
  crit_path_end_kind: "output port"
  timing.critical_path.required_ns: 2.56
  critPathKind: "register to output port"
  cp_data_arrival_time_ns: 2.34
  critical_path_peak_fanout: 6
  start_kind: "register"
yosys:
  ys_ff: 65
  yosysCellCount: 289
  avgSynthCellArea_sq_um: 10.6
  synth-main-ff-cell: "sky130_fd_sc_hd__dfrtp_1"
  async_reset_ff_share_pct: 100
  synth-seq-area-share_pct: 53.0
  synth_cell_types: 36
  ys_warn_count: 0
  synthesis.area_sq_um: 3070
  flip_flops_with_a_built_in_enable: 0
  syn_inst: 289
  ys_chip_area_sq_um: 3070
timing:
  totalNegativeSetupSlack_ns: 0
  final_period_minus_worst_setup_slack_ns: 2.98
  finalClockSkew_ns: 0.00928
  timing.final.setup_violations: 0
  untimed_endpoints: 19
  hold_viol_final: 0
  finalWorstSetupSlack_ns: 0.218
  max_slew.worst_pin.slew_ns: 0.652
  period_used_pct: 93.2
  final_max_slew_viol_count: 0
  max_freq_mhz: 335
  number_of_register_pins_that_no_clock_reaches: 19
  max_slew_margin_pct: 55.9
  rsz0062_at_grt: "no"
layout:
  fill_cells: 674
  area_growth_pct: 10.9
  post-route-cell-area_sq_um: 3410
  drive_gt1_share_pct: 9.90
route:
  postRouteAntennaNets: 0
  drt_drc_violations_left: 0
  post_drt_via_cell_ratio: 4.80
  drt-wirelength-per-cell_um: 11.5
  antenna_cells: 0
  drt_first_iter_violations: 73
  drt-total-wl_um: 4630
  drt_pass1_iterations: 4
  vias: 1929
run:
  log.warning_count: 38
  cap_viol_max_count: 0
clock_network:
  cts_made_buffers: 5
  clk_pin_slew_worst_paths_ns: 0.09
  clock_tree_from_tritoncts: "built"
  holdBufCountCts: 0
  htreeDepth: 2
  clockRootBuffer: "sky130_fd_sc_hd__clkbuf_8"
  clock.latency.late_pin_ns: 0.30
  cts_max_path_buffers: 2
placement:
  dp_hpwl_um: 3230
  dp_slack_ns: 0.296
  finalWeightedCongestion: 0.764
  placement.io_buffers: 12
  placed_cell_area_sq_um: 3290
min_path:
  hold_path_class: "input pin to asynchronous set/reset pin"
grt:
  grt_start_max_net_pins: 32
  grt_antenna_before_repair: 0
  wire_length_of_the_first_global_routing_pass_um: 8180
  track_usage_pct: 13.4
  grt_pass1_vias: 1794
  globalRouteOverflowTotal: 0
power:
  static-leakage-power_nw: 1.57
  ir_worst_vdd_mv: 0.184
  power-per-cell-area_nw_per_um2: 280
outcome:
  run_status: "finished clean"
power by group:
| part | total, mW | switching, mW | internal [mW] | leakage [nW] |
|---|---|---|---|---|
| Sequential | 0.581 | 0 | 0.581 | 0.881 |
| Combinational | 0.0175 | 0.0155 | 0.00200 | 0.650 |
| Clock | 0.356 | 0.200 | 0.156 | 0.0408 |
state kept, by name, summed over array words and instances, names as in the netlist, 3 cells and up:
name,cells
counter.digit1,4
display_ctrl.refresh_counter,17
ms_clock_gen.counter,16
fsm.current_state,3
counter.digit3,4
counter.digit2,4
counter.digit0,4
final cells by class:
cell class,count,area (sq um),area share [%]
Sequential cell,65,1630,47.8
Multi-Input combinational cell,203,1370,40.2
Tap cell,99,124,3.63
Clock inverter,3,23.8,0.698
Timing Repair Buffer,17,153,4.48
Inverter,10,37.5,1.10
Clock buffer,5,68.8,2.02
path summary, 6_finish.rpt:
check	start	endpoint	slack [ns]	cells past startpoint
hold / removal	reset_n	clear_debouncer.btn_edge$_DFF_PN0_	0.37	1
setup / recovery	display_ctrl.refresh_counter[15]$_DFF_PN0_	seg[3]	0.22	7
max in group asynchronous	reset_n	ms_clock_gen.counter[15]$_DFF_PN0_	2.01	2
min in group clk0	clear_debouncer.btn_out$_DFFE_PN0P_	clear_debouncer.btn_previous$_DFF_PN0_	0.39	0
hold reg to reg	clear_debouncer.btn_out$_DFFE_PN0P_	clear_debouncer.btn_previous$_DFF_PN0_	0.39	0
setup reg to reg	display_ctrl.refresh_counter[0]$_DFF_PN0_	display_ctrl.refresh_counter[16]$_DFF_PN0_	1.56	6
metrics by stage:
stage	util (%)	cells	power, mW	hold WS [ns]
2_1_floorplan	-	289	0.592	0.344
3_3_place_gp	44.8	391	0.611	0.375
3_5_place_dp	44.8	391	0.611	0.382
4_1_cts	46.1	399	0.978	0.372
5_1_grt	46.5	402	1.00	0.401
6_report	46.5	402	0.954	0.369
cell families (layout without fill, tap and decap cells):
group | count (synthesis) | in the layout | synth area share [%]
AOI/OAI and AO/OA | 30 | 30 | 5.78
xor gates and xnor gates | 31 | 31 | 8.83
buffers and inverters | 21 | 35 | 2.56
and+or+nand+nor | 119 | 119 | 19.4
DFF | 65 | 65 | 53.0
adders and majority gates | 16 | 16 | 6.51
muxes | 7 | 7 | 3.95
Yosys cell counts (2+ instances only):
| cell type | instances | area share [%] |
|---|---|---|
| sky130_fd_sc_hd__or3_1 | 2 | 0.41 |
| sky130_fd_sc_hd__nand2b_1 | 7 | 1.4 |
| sky130_fd_sc_hd__nand3_1 | 19 | 3.1 |
| sky130_fd_sc_hd__mux2i_1 | 2 | 0.65 |
| sky130_fd_sc_hd__nor3b_1 | 2 | 0.49 |
| sky130_fd_sc_hd__a41oi_1 | 2 | 0.57 |
| sky130_fd_sc_hd__xor2_1 | 16 | 4.6 |
| sky130_fd_sc_hd__and3b_1 | 3 | 0.85 |
| sky130_fd_sc_hd__nand2_1 | 22 | 2.7 |
| sky130_fd_sc_hd__and3_1 | 5 | 1.0 |
| sky130_fd_sc_hd__ha_1 | 16 | 6.5 |
| sky130_fd_sc_hd__nand4_1 | 4 | 0.81 |
| sky130_fd_sc_hd__nor3_1 | 9 | 1.5 |
| sky130_fd_sc_hd__and4_1 | 2 | 0.57 |
| sky130_fd_sc_hd__nor2_1 | 30 | 3.7 |
| sky130_fd_sc_hd__o21ai_0 | 7 | 1.1 |
| sky130_fd_sc_hd__nor2b_1 | 6 | 1.2 |
| sky130_fd_sc_hd__nor4_1 | 2 | 0.41 |
| sky130_fd_sc_hd__a21oi_1 | 14 | 2.3 |
| sky130_fd_sc_hd__mux4_2 | 4 | 2.9 |
| sky130_fd_sc_hd__xnor2_1 | 15 | 4.3 |
| sky130_fd_sc_hd__clkbuf_1 | 11 | 1.3 |
| sky130_fd_sc_hd__inv_1 | 10 | 1.2 |
| sky130_fd_sc_hd__or2_2 | 4 | 0.81 |
| sky130_fd_sc_hd__dfrtp_1 | 64 | 52 |
what timing repair did:
| item | in CTS | in global routing |
|---|---|---|
| setup buffers | 0 | 3 |
| gates resized | 1 | 4 |
| setup endpoints to repair | 1 | 2 |
worst max-delay path: stages, from the launching register on:
cell,delay (ns)
sky130_fd_sc_hd__dfrtp_2,0.44
sky130_fd_sc_hd__mux4_2,0.58
sky130_fd_sc_hd__inv_2,0.11
sky130_fd_sc_hd__ha_1,0.22
sky130_fd_sc_hd__inv_1,0.07
sky130_fd_sc_hd__nand2_1,0.06
sky130_fd_sc_hd__a21oi_2,0.11
sky130_fd_sc_hd__clkdlybuf4s50_1,0.46
placed cells by master, fill, tap and decap left out, types with 7 or more instances in the layout:
cell / n
sky130_fd_sc_hd__a21oi_1: 13
sky130_fd_sc_hd__nand2_1: 22
sky130_fd_sc_hd__dfrtp_1: 62
sky130_fd_sc_hd__ha_1: 16
sky130_fd_sc_hd__nor3_1: 9
sky130_fd_sc_hd__xnor2_1: 15
sky130_fd_sc_hd__nand3_1: 19
sky130_fd_sc_hd__clkdlybuf4s50_1: 11
sky130_fd_sc_hd__inv_1: 8
sky130_fd_sc_hd__nor2_1: 30
sky130_fd_sc_hd__o21ai_0: 7
sky130_fd_sc_hd__nand2b_1: 7
sky130_fd_sc_hd__xor2_1: 16
metal layers:
| metal | routed length, um | up-vias | GRT usage (%) |
|---|---|---|---|
| met3 | 98 | 4 | 1.67 |
| met4 | 53 | 0 | 1.44 |
| li1 | - | 1002 | - |
| met1 | 2490 | 903 | 21.8 |
| met5 | 0 | - | 0 |
| met2 | 1990 | 20 | 20.9 |
Power figures rest on the tool's default switching activity, not on a simulated workload.
